==> design/flow/design.v <==
module reg_file(regouttest, read_data_a, read_data_b, read_data_c, read_addr_1, read_addr_2, read_addr_3, write_addr, write_data, reg_wr);
input reg_wr;
input [3:0] read_addr_1;
input [3:0] read_addr_2;
input [3:0] read_addr_3;
input [3:0] write_addr;
input [15:0] write_data;
output reg [15:0] regouttest;
output reg [15:0] read_data_a;
output reg [15:0] read_data_b;
output reg [15:0] read_data_c;
reg [15:0] registers [0:15];
initial begin
	registers[0] = 16'b0;
end
always @(posedge reg_wr)
begin
	registers[write_addr]=write_data;
end
always @(*) begin
	read_data_a = registers[read_addr_1];
	read_data_b = registers[read_addr_2];
	read_data_c = registers[read_addr_3];
end
initial begin
    registers[9] = 16'h1010;
    registers[1] = 16'h0101;
	registers[3] = 16'h0005;
end
endmodule
==> design/flow/run.sh <==
#!/bin/bash
# OpenROAD 26Q1-2900-gdf79404cd8, Yosys 0.63+post, stock flow scripts
make -C /OpenROAD-flow-scripts/flow DESIGN_CONFIG=/design/flow/config.mk WORK_HOME=/design/flow/orfs finish
==> design/flow/config.mk <==
export PLATFORM = sky130hd
export DESIGN_NAME = reg_file
export DESIGN_NICKNAME = reg_file
export VERILOG_FILES = /design/flow/design.v
export SDC_FILE = /design/flow/constraint.sdc
export NUM_CORES = 4
export LEC_CHECK = 1
export CORE_UTILIZATION = 40
==> design/flow/constraint.sdc <==
current_design reg_file

set clk_period 3.2
set clk_io_pct 0.2

create_clock -name clk0 -period $clk_period [get_ports {reg_wr}]

set non_clock_inputs [all_inputs -no_clocks]
set_input_delay [expr $clk_period * $clk_io_pct] -clock clk0 $non_clock_inputs
set_output_delay [expr $clk_period * $clk_io_pct] -clock clk0 [all_outputs]
==> results_slide.txt <==
Physical Implementation Snapshot

Synth
  – Mapped cell area: 0.01374 mm2
  – Syn Inst Count: 706
  – Synthesis Warnings: 17
  – Unique masters post-synth: 20
  – Synth Area in Compound Gates: 0.05246
  – Cell count listed in synth_stat.txt: ~700
  – Synth top area share: 0.5596
  – Simple share: 0.02550
  – Post-synth top area cell: edfxtp_1
  – Mapped Avg Cell Area: about 19 um2
  – Area fraction in mux cells: 0.3240
  – Adder Area Share: 0
  – Main logic family: multiplexers
  – Top cells by area: edfxtp_1 (56%), mux4_2 (26%), mux4_1 (6.1%)
  – Yosys chip area: 0.01374 mm2
  – Flops after synth: 256
  – XOR Share, Synth: 0
  – Seq share, synth: 0.5596

Detailed routing
  – M1 WL: 11.55 mm
  – Met2 wire length: 18.19 mm
  – # diodes: 0
  – Met3 routed wirelength: around 8.0 mm
  – Initial drt markers: 458
  – Wire per inst: 30.14 um
  – DR top layer: met4
  – Via count: 8198
  – Antenna Nets Post-Route: 0
  – Iteration count of the initial detailed-routing pass: 5
  – Post-route DRC: 0
  – Vias per cell: 6.355
  – Final wirelength: between 30 and 40 mm

Worst hold path
  – Hold EP: registers[9][5]
  – Hold Crit Class: input pin to flip-flop
  – Hold Crit Start: write_data[5]
  – Hold depth: 1

Power
  – Sw Pwr: 1.861 mW
  – Pwr Density: between 400 and 500 mW/mm2
  – Register share of total power: 0.468
  – Total Power: 8.277 mW
  – Leakage: 5.444 nW
  – Proportion of power drawn by combinational gates: 0.136
  – Sw Ratio: 0.2248
  – Peak VDD IR: 0.0004663 V
  – Power Internal: about 6.4 mW
  – Clock network fraction of design power: 0.396

Setup path
  – CP Max Fanout: 11
  – Startpoint types: input pin
  – CP peak stage delay: ~0.54 ns
  – Crit-path cells: buf_6, buf_4, mux4_2, a22oi_1, nand2_1, clkdlybuf4s50_1
  – CP required: 2.56 ns
  – Kind of critical path: input pin to output pin
  – Worst EP arrival: 2.48 ns
  – Buf/Inv on CP: 3
  – CP top delay family: buffers and inverters
  – Critical-path top delay cell: mux4_2
  – Critical Path End Type: output pin

Placement
  – GP Congestion: 0.8563
  – Number of I/O port buffers: around 80
  – DPL Wire Length: roughly 23 mm

Die
  – DIE HEIGHT: 187.3 um
  – Site Rows: 67
  – Chip Width: 187.3 um
  – Core Util at FP: 0.4077
  – I/O pins: 97
  – Area of the core: 0.03370 mm2
  – DIE AREA: between 0.03 and 0.04 mm2

Global routing
  – Vias in the first global route: 9344
  – Grt ovf: 0
  – First-pass GRT wire length: ~57 mm
  – Total GRT Usage: 0.2491
  – Largest net degree at the start of global routing: 33
  – Initial antenna violation count: 0

Clocking
  – CTS max path bufs: 3
  – CTS tree: yes
  – Sinks on Clock Net: 256
  – Postcts setup bufs: 0
  – H-tree depth: 1
  – Root Driver: clkbuf_16
  – Hold Buf Count CTS: 0
  – Cts bufs inserted: 28
  – Worst-path clk slew: 0.06 ns

Status
  – Status: finished, final reports clean

STA
  – Final cycle utilization of the critical path: 0.9737
  – Final Hold Violating Endpoints: 0
  – Final Setup Violations: 0
  – Final setup TNS: 0 ns
  – Fmax: 321.0 MHz
  – Max-slew headroom: 0.5999
  – Unrepaired setup endpoints after global routing: false
  – Slew Viols, Final: 0
  – Actual slew at the worst max-slew pin: 0.5983 ns
  – Min Tclk post-route: 3.116 ns

Cells and area
  – Layout cells sized above 1: 0.3599
  – FILL cells: 2660
  – Layout area overhead: 20.58%
  – Most frequent logic cells in the routed design: edfxtp_1 (256), mux4_2 (157), a22oi_1 (95), clkdlybuf4s50_1 (74), nand2_1 (50)
  – Max FFs per register: 256
  – Top cell excl fill/tap: edfxtp_1

Run
  – Max-Cap Viols: 0
  – Number of logged tool warnings: 25
area by class of cell:
class / instances / area, um2 / area share
Sequential cell: 256 / 7687 / 0.4640
Multi-Input combinational cell: 386 / 5669 / 0.3422
Timing Repair Buffer: 148 / 1697 / 0.1024
Clock buffer: 29 / 704.4 / 0.04252
Tap cell: 448 / 560.5 / 0.03384
Clock inverter: 23 / 247.7 / 0.01495
worst max-delay path by stage:
stage              start               to  slack, ns  cells past startpoint
5_1_grt   read_addr_3[0]   read_data_c[2]       0.01                      6
6_report  read_addr_3[0]  read_data_c[14]       0.08                      6
4_1_cts   read_addr_3[0]  read_data_c[14]       0.07                      6
routing by layer:
metal  GRT usage  vias to the layer above
met4     0.06431                        0
met5     0.01648                        -
met2      0.3606                      724
met3      0.2134                       73
li1            -                     3356
met1      0.2789                     4045
power by group through the flow:
stage	Clock (mW)	Sequential (mW)	Combinational (mW)
final	3.28	3.88	1.12
after CTS	3.33	3.87	1.12
after global routing	3.47	3.89	1.20
cells by family after synthesis:
logic type | Yosys count
flops | 256
simple gates | 82
mux | 192
other cells | 1
compound gates | 96
buf+inv | 79
through the flow:
| step | utilization | worst slack (ns) | std cells | cell area (um2) | hold slack [ns] |
|---|---|---|---|---|---|
| 2_1_floorplan | - | 0.4475 | 721 | 13790 | 0.7389 |
| 3_5_place_dp | 0.4620 | 0.07781 | 1237 | 15570 | 1.578 |
| 3_3_place_gp | 0.4620 | 0.06748 | 1237 | 15570 | 1.530 |
| 5_1_grt | 0.4916 | 0.01045 | 1290 | 16570 | 1.049 |
| 4_1_cts | 0.4902 | 0.07273 | 1289 | 16520 | 0.9896 |
| 6_report | 0.4916 | 0.08426 | 1290 | 16570 | 0.9862 |
what timing repair did:
| action | 4_1_cts | 5_1_grt |
|---|---|---|
| endpoints found under the hold margin | 0 | 0 |
| resized | 0 | 4 |
| setup endpoints to repair | 0 | 6 |
cells in the mapped netlist:
library cell / n
and2_1: 3
a22oi_1: 96
nor2b_1: 6
buf_4: 25
buf_6: 14
edfxtp_1: 256
dlygate4sd1_1: 2
clkbuf_1: 18
mux4_1: 32
clkbuf_2: 1
mux4_4: 3
conb_1: 1
buf_1: 5
nor4_1: 1
nand2_1: 50
nor3_1: 6
nor2_1: 12
buf_2: 14
nand2b_1: 4
mux4_2: 157
Power figures rest on the tool's default switching activity, not on a simulated workload.
