<file path="flow/constraint.sdc">
current_design main_ALU

set clk_period 15.1
set clk_io_pct 0.2

create_clock -name clk0 -period $clk_period

set non_clock_inputs [all_inputs -no_clocks]
set_input_delay [expr $clk_period * $clk_io_pct] -clock clk0 $non_clock_inputs
set_output_delay [expr $clk_period * $clk_io_pct] -clock clk0 [all_outputs]
</file>
<file path="flow/design.v">
module main_ALU(ALUOut, zero_flag, SrcA, SrcB, ALUCtrl);
	output reg [15:0]ALUOut;
	output reg zero_flag;
	input [15:0]SrcA,SrcB;
	input [2:0]ALUCtrl;
	wire carry_out;
	wire [15:0]temp_outA, temp_outB, temp_outC, temp_outD, temp_outE, temp_outF, temp_inB;
	wire temp_zero;
	reg cin;
    assign temp_inB = (ALUCtrl&3'b100)?(~SrcB):(SrcB);
	sixteenbitadder s1(temp_outA,carry_out,SrcA,temp_inB,cin);
	sixteenbitor o1(temp_outB,SrcA,SrcB);
	sixteenbitnand n1(temp_outC,SrcA,SrcB);
	sll_barrel_shifter s2(temp_outD,SrcA,SrcB[3:0]);
	slr_barrel_shifter s3(temp_outE,SrcA,SrcB[3:0]);
	sar_barrel_shifter s4(temp_outF,SrcA,SrcB[3:0]);
	always @(*) begin
	case(ALUCtrl)
		3'b000:
		begin
			ALUOut = temp_outD;
		end
		3'b001:
		begin
			ALUOut = temp_outE;
		end
		3'b010:
		begin
			ALUOut = temp_outF;
		end
		3'b011:
		begin
			ALUOut = temp_outA;
			cin = 0;
		end
		3'b100:
		begin
			ALUOut = temp_outA;
			cin = 1;
		end
		3'b101:
		begin
			ALUOut = temp_outB;
		end
		3'b110:
		begin
			ALUOut = temp_outC;
		end
		default:
			ALUOut = 16'b0;
	endcase
	end
	always @(*) begin
	if(~|(ALUOut))
				zero_flag = 1'b1;
			else
				zero_flag = 1'b0;
	end
endmodule	
module fulladder(a,b,cin,sum,cout);
	output sum,cout;
	input a,b,cin;
	assign sum = (a ^ b ^ cin);
	assign cout= (a & b)|(cin & a)|(b & cin);
endmodule
module sixteenbitadder(Sum,cout,A,B,cin);
	output [15:0] Sum;
	output cout;
	input [15:0] A,B;
	input cin;
	wire [15:0] c;
	fulladder f0(A[0],B[0],cin,Sum[0],c[0]);
	fulladder f1(A[1],B[1],c[0],Sum[1],c[1]);
	fulladder f2(A[2],B[2],c[1],Sum[2],c[2]);
	fulladder f3(A[3],B[3],c[2],Sum[3],c[3]);
	fulladder f4(A[4],B[4],c[3],Sum[4],c[4]);
	fulladder f5(A[5],B[5],c[4],Sum[5],c[5]);
	fulladder f6(A[6],B[6],c[5],Sum[6],c[6]);
	fulladder f7(A[7],B[7],c[6],Sum[7],c[7]);
	fulladder f8(A[8],B[8],c[7],Sum[8],c[8]);
	fulladder f9(A[9],B[9],c[8],Sum[9],c[9]);
	fulladder f10(A[10],B[10],c[9],Sum[10],c[10]);
	fulladder f11(A[11],B[11],c[10],Sum[11],c[11]);
	fulladder f12(A[12],B[12],c[11],Sum[12],c[12]);
	fulladder f13(A[13],B[13],c[12],Sum[13],c[13]);
	fulladder f14(A[14],B[14],c[13],Sum[14],c[14]);
	fulladder f15(A[15],B[15],c[14],Sum[15],c[15]);
	assign cout = c[15];
endmodule
module sixteenbitnand(out,in1,in2);
	output [15:0]out;
	input [15:0]in1,in2;
	nand n0(out[0],in1[0],in2[0]);
	nand n1(out[1],in1[1],in2[1]);
	nand n2(out[2],in1[2],in2[2]);
	nand n3(out[3],in1[3],in2[3]);
	nand n4(out[4],in1[4],in2[4]);
	nand n5(out[5],in1[5],in2[5]);
	nand n6(out[6],in1[6],in2[6]);
	nand n7(out[7],in1[7],in2[7]);
	nand n8(out[8],in1[8],in2[8]);
	nand n9(out[9],in1[9],in2[9]);
	nand n10(out[10],in1[10],in2[10]);
	nand n11(out[11],in1[11],in2[11]);
	nand n12(out[12],in1[12],in2[12]);
	nand n13(out[13],in1[13],in2[13]);
	nand n14(out[14],in1[14],in2[14]);
	nand n15(out[15],in1[15],in2[15]);
endmodule
module sixteenbitor(out,in1,in2);
	output[15:0]out;
	input [15:0]in1,in2;
	or o0(out[0],in1[0],in2[0]);
	or o1(out[1],in1[1],in2[1]);
	or o2(out[2],in1[2],in2[2]);
	or o3(out[3],in1[3],in2[3]);
	or o4(out[4],in1[4],in2[4]);
	or o5(out[5],in1[5],in2[5]);
	or o6(out[6],in1[6],in2[6]);
	or o7(out[7],in1[7],in2[7]);
	or o8(out[8],in1[8],in2[8]);
	or o9(out[9],in1[9],in2[9]);
	or o10(out[10],in1[10],in2[10]);
	or o11(out[11],in1[11],in2[11]);
	or o12(out[12],in1[12],in2[12]);
	or o13(out[13],in1[13],in2[13]);
	or o14(out[14],in1[14],in2[14]);
	or o15(out[15],in1[15],in2[15]);
endmodule
module slr_barrel_shifter(q,in,sel);
	output [15:0]q;
	input [15:0]in;
	input[3:0]sel;
	mux m0(q[0],in,sel);
	mux m1(q[1],{1'b0,in[15:1]},sel);
	mux m2(q[2],{2'b0,in[15:2]},sel);
	mux m3(q[3],{3'b0,in[15:3]},sel);
	mux m4(q[4],{4'b0,in[15:4]},sel);
	mux m5(q[5],{5'b0,in[15:5]},sel);
	mux m6(q[6],{6'b0,in[15:6]},sel);
	mux m7(q[7],{7'b0,in[15:7]},sel);
	mux m8(q[8],{8'b0,in[15:8]},sel);
	mux m9(q[9],{9'b0,in[15:9]},sel);
	mux m10(q[10],{10'b0,in[15:10]},sel);
	mux m11(q[11],{11'b0,in[15:11]},sel);
	mux m12(q[12],{12'b0,in[15:12]},sel);
	mux m13(q[13],{13'b0,in[15:13]},sel);
	mux m14(q[14],{14'b0,in[15:14]},sel);
	mux m15(q[15],{15'b0,in[15]},sel);
endmodule
module sar_barrel_shifter(q,in,sel);
	output [15:0]q;
	input [15:0]in;
	input[3:0]sel;
	mux m0(q[0],in,sel);
	mux m1(q[1],{in[15],in[15:1]},sel);
	mux m2(q[2],{{2{in[15]}},in[15:2]},sel);
	mux m3(q[3],{{3{in[15]}},in[15:3]},sel);
	mux m4(q[4],{{4{in[15]}},in[15:4]},sel);
	mux m5(q[5],{{5{in[15]}},in[15:5]},sel);
	mux m6(q[6],{{6{in[15]}},in[15:6]},sel);
	mux m7(q[7],{{7{in[15]}},in[15:7]},sel);
	mux m8(q[8],{{8{in[15]}},in[15:8]},sel);
	mux m9(q[9],{{9{in[15]}},in[15:9]},sel);
	mux m10(q[10],{{10{in[15]}},in[15:10]},sel);
	mux m11(q[11],{{11{in[15]}},in[15:11]},sel);
	mux m12(q[12],{{12{in[15]}},in[15:12]},sel);
	mux m13(q[13],{{13{in[15]}},in[15:13]},sel);
	mux m14(q[14],{{14{in[15]}},in[15:14]},sel);
	mux m15(q[15],{{15{in[15]}},in[15]},sel);
endmodule
module sll_barrel_shifter(q,in,sel);
	output [15:0]q;
	input [15:0]in;
	input[3:0]sel;
	l_mux m0(q[0],{in[0],15'b0},sel);
	l_mux m1(q[1],{in[1:0],14'b0},sel);
	l_mux m2(q[2],{in[2:0],13'b0},sel);
	l_mux m3(q[3],{in[3:0],12'b0},sel);
	l_mux m4(q[4],{in[4:0],11'b0},sel);
	l_mux m5(q[5],{in[5:0],10'b0},sel);
	l_mux m6(q[6],{in[6:0],9'b0},sel);
	l_mux m7(q[7],{in[7:0],8'b0},sel);
	l_mux m8(q[8],{in[8:0],7'b0},sel);
	l_mux m9(q[9],{in[9:0],6'b0},sel);
	l_mux m10(q[10],{in[10:0],5'b0},sel);
	l_mux m11(q[11],{in[11:0],4'b0},sel);
	l_mux m12(q[12],{in[12:0],3'b0},sel);
	l_mux m13(q[13],{in[13:0],2'b0},sel);
	l_mux m14(q[14],{in[14:0],1'b0},sel);
	l_mux m15(q[15],in,sel);
endmodule
module l_mux(y,in,sel);
	input[15:0]in;
	output y;
	reg y;
	input [3:0]sel;
	always @(sel) begin
		if (sel==4'd0)
			y = in[15];
		else if (sel==4'd1)
			y = in[14];
		else if (sel==4'd2)
			y = in[13];
		else if (sel==4'd3)
			y = in[12];
		else if (sel==4'd4)
			y = in[11];
		else if (sel==4'd5)
			y = in[10];
		else if (sel==4'd6)
			y = in[9];
		else if (sel==4'd7)
			y = in[8];
		else if (sel==4'd8)
			y = in[7];
		else if (sel==4'd9)
			y = in[6];
		else if (sel==4'd10)
			y = in[5];
		else if (sel==4'd11)
			y = in[4];
		else if (sel==4'd12)
			y = in[3];
		else if (sel==4'd13)
			y = in[2];
		else if (sel==4'd14)
			y = in[1];
		else if (sel==4'd15)
			y = in[0];
    end
  endmodule
module mux(y,in,sel);
	input[15:0]in;
	output y;
	reg y;
	input [3:0]sel;
	always @(sel) begin
		if (sel==4'd0)
			y = in[0];
		else if (sel==4'd1)
			y = in[1];
		else if (sel==4'd2)
			y = in[2];
		else if (sel==4'd3)
			y = in[3];
		else if (sel==4'd4)
			y = in[4];
		else if (sel==4'd5)
			y = in[5];
		else if (sel==4'd6)
			y = in[6];
		else if (sel==4'd7)
			y = in[7];
		else if (sel==4'd8)
			y = in[8];
		else if (sel==4'd9)
			y = in[9];
		else if (sel==4'd10)
			y = in[10];
		else if (sel==4'd11)
			y = in[11];
		else if (sel==4'd12)
			y = in[12];
		else if (sel==4'd13)
			y = in[13];
		else if (sel==4'd14)
			y = in[14];
		else if (sel==4'd15)
			y = in[15];
    end
 endmodule
</file>
<file path="flow/run.sh">
#!/bin/bash
# OpenROAD 26Q1-2900-gdf79404cd8, Yosys 0.63+post, stock flow scripts
make -C /OpenROAD-flow-scripts/flow DESIGN_CONFIG=/design/flow/config.mk WORK_HOME=/design/flow/orfs finish
</file>
<file path="flow/config.mk">
export PLATFORM = sky130hd
export DESIGN_NAME = main_ALU
export DESIGN_NICKNAME = main_ALU
export VERILOG_FILES = /design/flow/design.v
export SDC_FILE = /design/flow/constraint.sdc
export NUM_CORES = 4
export LEC_CHECK = 1
export CORE_UTILIZATION = 40
</file>
==> flow_summary.toml <==
# yosys + openroad results
[final_layout]
final_core_util_pct = 47.39
fillCellCount = 1258
syn2layout_area_growth_pct = 14.79
drive_gt1_share_pct = 7.782

[timing]
fin_crit_sh_pct = 96.18
final.setup.tns_ns = 0
worst_pin_slew_ns = 0.8743
post-route-min-period_ns = 14.52
finalHoldViolations = 0
setup_viol = 0
timing.final.ws_setup_ns = 0.5772
unclocked_regs = 48
fmax_ghz = 0.06886
rsz0062_at_grt = "false"
unconstrained_endpoints = 48
relSlewSlack_pct = 40.05
drv_slew = 0

[power]
ir_worst_vdd_v = 0.00001970
p_leak_nw = 2.269
powerDensity_mw_per_mm2 = 34.68

[synth]
synth_area_per_cell_um2 = 6.840
yosys_warnings = 3
ys.flops = 48
async_flop_share_pct = 0
synth_cells = 731
synth_cell_types = 74
ff_type = "dlxtn_1"
edf_count = 0
ys_area_mm2 = 0.005000
syn-cell-area_mm2 = 0.005000
yosysCellCount = 731

[floorplan]
die_w_um = 113.8
rows = 40
die-area_mm2 = 0.01295
ioPinCount = 52
initCoreUtil_pct = 41.28
core_mm2 = 0.01211
die_y_um = 113.8

[placement]
place_hpwl_um = 14990
place_ws_ns = 0.6387
port_buffers = 52
gp_congestion = 0.9592

[global_route]
grtUsageMet2_pct = 51.22
gr-max-usage-layer = "met2"
grtUsageMet1_pct = 49.65
grt_pass1_vias = 5511
overflow = 0
grt_pass1_wl_um = 32880
grt.total_usage_pct = 34.28
grt_max_degree = 66
grt_antenna_before_repair = 1
use_met3_pct = 6.984

[detailed_routing]
ant_nets = 0
finalWirelength_um = 21580
drt_iter0_markers = 871
drc = 0
dr.pass1.iters = 6
drt-vias-per-instance = 6.382
routed-via-count = 5993
num_antenna_cells = 0
routedWlPerCell_um = 22.98

[worst_setup_path]
cp_max_fo = 10
cp-end-kind = "output pin"
startpoint = "SrcA[0]"
worstPathArrival_ns = 11.50
worstSetupPathType = "in -> out"
start_kind = "input pin"
crit_required_ns = 12.08

[run_status]
status = "complete, no violations"

[flow_run]
warnings = 32
drv_cap = 0

[min_path]
min_from = "ALUCtrl[2]"
hold_path.class = "in -> out"

[clock_network]
postCtsSetupRepairBufs = 0
cts-resized-gates = 0
ctsHoldBuffers = 0
-- path summary, 6_finish.rpt --
| path | end | slack [ns] | cells past startpoint |
|---|---|---|---|
| hold / removal | ALUOut[13] | 7.19 | 5 |
| setup / recovery | zero_flag | 0.58 | 26 |
-- where the power goes --
part	total [mW]	switching, mW	leakage (nW)	internal, mW
clock network	0	0	0	0
logic	0.183	0.107	1.89	0.0759
registers	0.0160	0.00216	0.380	0.0138
-- cell type report --
| type | count | area (µm²) | share of cell area, % |
|---|---|---|---|
| multi-input cells | 625 | 4014 | 69.94 |
| repair buffers | 83 | 738.2 | 12.86 |
| well taps | 168 | 210.2 | 3.663 |
| flip-flops and latches | 48 | 720.7 | 12.56 |
| inverters | 15 | 56.30 | 0.9810 |
-- cells by family (layout without fill, tap and decap cells) --
kind of cell    after synthesis  after routing  share of synthesized area [%]
mux                          30             30                          7.357
other cells                   1             47                        0.07500
simple gates                246            246                          23.47
xor+xnor                     17             17                          2.978
buf+inv                     104             98                          8.883
compound gates              270            270                          36.81
fa+ha+maj                    15             15                          6.006
latches                      48             48                          14.41
-- metal layers --
metal	routed length (µm)	vias to the layer above
met5	0	-
met4	944	0
met3	2548	72
met2	9224	424
met1	8863	2770
li1	-	2727
-- stage by stage --
stage          total power, mW  instance area [µm²]  hold slack [ns]  std cells
6_report                0.1990                 5739            7.192        939
5_1_grt                 0.2139                 5739            7.247        939
4_1_cts                 0.1955                 5739            7.177        939
3_5_place_dp            0.1946                 5739            7.178        939
3_3_place_gp            0.1955                 5739            7.180        939
2_1_floorplan           0.1258                 5172            6.239        777
-- cell usage after synthesis, types with 9 or more instances --
| cell | count | area, µm² |
|---|---|---|
| nor2b_1 | 12 | 75.07 |
| dlxtn_1 | 47 | 705.7 |
| buf_1 | 9 | 33.78 |
| inv_1 | 14 | 52.55 |
| fa_1 | 15 | 300.3 |
| a221oi_1 | 16 | 140.1 |
| xor2_1 | 13 | 113.9 |
| o21ai_0 | 55 | 275.3 |
| mux2i_1 | 15 | 150.1 |
| buf_2 | 21 | 105.1 |
| clkbuf_1 | 54 | 202.7 |
| nand4_1 | 12 | 75.07 |
| nor2_1 | 71 | 266.5 |
| nand2_1 | 86 | 322.8 |
| nand3_1 | 12 | 60.06 |
| a21oi_1 | 58 | 290.3 |
| a22oi_1 | 34 | 255.2 |
| a211oi_1 | 11 | 82.58 |
| mux2_2 | 9 | 101.4 |
| o22ai_1 | 11 | 68.82 |
| nand2b_1 | 14 | 87.58 |
-- critical path, cell delays in order --
cell and delay (ns):
clkdlybuf4s50_1 0.66, inv_1 0.28, fa_1 0.21, inv_1 0.05, fa_1 0.37, fa_1 0.40, fa_1 0.47, fa_1 0.41
fa_1 0.40, fa_1 0.40, fa_1 0.40, fa_1 0.40, fa_1 0.39, fa_1 0.40, fa_1 0.41, fa_1 0.40
fa_1 0.37, inv_1 0.08, fa_1 0.17, inv_1 0.04, mux4_2 0.43, mux2_2 0.29, nor4_1 0.24, nand2_1 0.10
nor4_2 0.24, clkdlybuf4s50_1 0.49
-- layout by cell type (no fill, tap or decap), types with 13 or more instances in the layout --
cell and instances:
buf_4 31, mux2i_1 15, fa_1 15, a221oi_1 16, nand2b_1 14, conb_1 47
inv_1 14, a21oi_1 58, clkdlybuf4s50_1 49, dlxtn_1 47, xor2_1 13, o21ai_0 55
nand2_1 86, a22oi_1 34, nor2_1 71
Power is estimated from default activity; no workload was simulated.
