$ cat design.v
module pc (
    output reg [15:0]pcreg,
    input [15:0]aluout,
    input [15:0] read_data_c,
    input PCSel, input PCcombined
);
    always @(posedge PCcombined) begin
            if(PCSel == 1'b0)
                pcreg = aluout;
            else
                pcreg = read_data_c;
    end
endmodule
$ cat run.sh
#!/bin/bash
# OpenROAD 26Q1-2900-gdf79404cd8, Yosys 0.63+post, stock flow scripts
make -C /OpenROAD-flow-scripts/flow DESIGN_CONFIG=/design/flow/config.mk WORK_HOME=/design/flow/orfs finish
$ cat config.mk
export PLATFORM = sky130hd
export DESIGN_NAME = pc
export DESIGN_NICKNAME = pc
export VERILOG_FILES = /design/flow/design.v
export SDC_FILE = /design/flow/constraint.sdc
export NUM_CORES = 4
export LEC_CHECK = 1
export CORE_AREA = 10 10 81 81
export DIE_AREA = 0 0 91 91
$ cat constraint.sdc
current_design pc

set clk_period 1.0
set clk_io_pct 0.2

create_clock -name clk0 -period $clk_period [get_ports {PCcombined}]

set non_clock_inputs [all_inputs -no_clocks]
set_input_delay [expr $clk_period * $clk_io_pct] -clock clk0 $non_clock_inputs
set_output_delay [expr $clk_period * $clk_io_pct] -clock clk0 [all_outputs]
==> impl_metrics.json <==
{
  "worst_hold_path.endpoint": "pcreg[13]",
  "timing.final.hold_violations": 0,
  "cts.reportedPaths.clkPinSlew_ns": 0.06,
  "synth_async_sr_flop_share": 0,
  "detailed_place_hpwl_mm": 1.598,
  "syn_avg_cell_area_um2": 16.74,
  "fmax_mhz": 1036,
  "required_ns": 0.80,
  "route.antenna.remaining_nets": 0,
  "gp_congestion": 0.6880,
  "synth.yosys.num_cells": 34,
  "synth_area_um2": 569.3,
  "post_synth_edffs": 0,
  "netlist-cell-type-count": 5,
  "cts-root-to-sink-buffers": 2,
  "cts.repair_timing.setup_buffer_count": 0,
  "drtIter0Drc": 4,
  "drtPass1Iterations": 2,
  "layout-drive-gt1-share": 0.3103,
  "yosys.stat.chipArea_um2": 569.3,
  "critical_path.max_fanout": 1,
  "min_cycle_time_layout_ns": 0.9652,
  "routed_wl_mm": 1.750,
  "report.final.slew_viol_count": 0,
  "floorplan.die_area_um2": 8281,
  "wire_length_of_the_first_global_routing_pass_mm": 2.766,
  "timing.hold.worst_path_depth": 2,
  "globalRouteTotalUtil": 0.04147,
  "avgRoutedWirePerCell_um": 11.36,
  "portBuffers": 49,
  "hold_path_startpoint": "aluout[13]",
  "htree_num_levels": 1,
  "rsz0062_at_grt": "no",
  "critical-path-slowest-cell": "dfxtp_1",
  "total_power_mw": 1.450,
  "layout-area-overhead-vs-synth_pct": 106.4,
  "static-leakage-power_nw": 0.4835,
  "synth_top_area_cells": "dfxtp_1 (56%), mux2_4 (26%), mux2_2 (12%)",
  "slew-limit-headroom": 0.9100,
  "vdd_ir_drop_max_uv": 283.3,
  "grt.overflow.total": 0,
  "ys_ff": 16,
  "worstPathCellList": "dlygate4sd2_1",
  "postLayoutCoreUtil": 0.2439,
  "endpoint_kind": "output port",
  "fin_crit_sh": 0.9652,
  "drv.max_cap_violation_count": 0,
  "timing.critical_path.slowest_cell_delay_ns": 0.29,
  "fp_util": 0.1182,
  "register_share_after_synthesis": 0.5626,
  "fillerInstances": 527,
  "startpoint_type": "register",
  "grt_max_degree": 9,
  "timing.critical_path.buf_inv": 1,
  "final-setup-viol-count": 0,
  "floorplan.io_pins": 50,
  "grt_antenna_before_repair": 0,
  "row_count": 25,
  "synth.largest_area_cell": "dfxtp_1",
  "post_synth_inst_count": 34,
  "worstPathArrival_ns": 0.77,
  "worst_margin_pin_slew_ns": 0.1350,
  "die_height_um": 91,
  "chipWidth_um": 91,
  "clock_sink_count": 16,
  "drc": 0,
  "grt_pass1_vias": 546,
  "route.detailed.vias_per_inst": 2.929,
  "timing.critical_path.max_delay_family": "flip-flops",
  "synth-main-ff-cell": "dfxtp_1",
  "yosysTopAreaCellShare": 0.5626,
  "log.warning_count": 25,
  "worst_hold_path_type": "in2reg",
  "ys_top_cells_by_count": "dfxtp_1 (16), mux2_4 (10), mux2_2 (6)",
  "routed_via_count": 451,
  "cts_tree": "built",
  "timing.setup.critical_path_class": "reg2out",
  "synth-warning-count": 1,
  "largest_register_ffs": 16,
  "powerDensity_nw_per_um2": 1234,
  "cts.root.buffer_cell": "clkbuf_8",
  "insertedDiodeCount": 0,
  "result_of_the_run": "complete, no violations",
  "yosysMostFrequentCell": "dfxtp_1",
  "core-area_um2": 4817,
  "cts_buffers": 3
}
[routing by layer]
layer | vias to the layer above | wire [µm] | track usage
li1 | 222 | - | -
met5 | - | 0 | 0
met4 | 0 | 0 | 0.003916
met3 | 0 | 226 | 0.02656
met2 | 39 | 680 | 0.05847
met1 | 190 | 842 | 0.05423
[kinds of logic after synthesis]
kind of cell	Yosys count	share of synthesized area
buffers and inverters	2	0.05495
DFF	16	0.5626
muxes	16	0.3824
[final cells by class]
cell class | count | area, µm² | share of cell area
Clock buffer | 3 | 41.29 | 0.03514
Sequential cell | 16 | 326.6 | 0.2780
Timing Repair Buffer | 52 | 505.5 | 0.4302
Tap cell | 67 | 83.83 | 0.07135
Multi-Input combinational cell | 16 | 217.7 | 0.1853
[power breakdown]
group	switching (mW)	internal [mW]	total [mW]
registers	0.0108	0.692	0.703
logic	0.0547	0.235	0.289
clock network	0.191	0.266	0.457
[how the worst max path moves through the flow]
stage / from / endpoint / slack [ns] / cells past startpoint
6_report: pcreg[11] / pcreg[11] / 0.03 / 1
5_1_grt: pcreg[11] / pcreg[11] / 0.0008 / 1
4_1_cts: pcreg[9] / pcreg[9] / 0.004 / 1
[timing repair]
| action | CTS | global route |
|---|---|---|
| hold buffers | 0 | 0 |
| pin swaps | 0 | 0 |
| endpoints found under the setup margin | 32 | 10 |
| resized | 20 | 13 |
[per-stage QoR]
| step | cells | setup WS, ns | instance area (µm²) | hold slack, ns | TNS (ns) |
|---|---|---|---|---|---|
| after global routing | 154 | 0.0008467 | 1175 | 0.5610 | 0 |
| after global placement | 151 | -0.3627 | 1135 | 0.8077 | -5.738 |
| final | 154 | 0.03482 | 1175 | 0.5631 | 0 |
| after CTS | 154 | 0.003720 | 1159 | 0.5556 | 0 |
| after floorplan | 34 | 0.1432 | 569.3 | 0.3429 | 0 |
| after detailed placement | 151 | -0.3934 | 1135 | 0.8139 | -5.928 |
[layout by cell type (no fill, tap or decap)]
| master | Yosys | layout |
|---|---|---|
| clkbuf_8 | 0 | 3 |
| buf_4 | 0 | 3 |
| dlygate4sd2_1 | 0 | 6 |
| mux2_4 | 10 | 10 |
| clkdlybuf4s50_1 | 0 | 32 |
| mux2_2 | 6 | 6 |
| dfxtp_1 | 16 | 11 |
| clkdlybuf4s15_1 | 0 | 11 |
| dfxtp_2 | 0 | 5 |
Power figures rest on the tool's default switching activity, not on a simulated workload.
